File: design/flow/config.mk
export PLATFORM = sky130hd
export DESIGN_NAME = spi_memory_interface
export DESIGN_NICKNAME = spi_memory_interface
export VERILOG_FILES = /design/flow/design.v
export SDC_FILE = /design/flow/constraint.sdc
export NUM_CORES = 4
export LEC_CHECK = 1
export CORE_UTILIZATION = 40
File: design/flow/constraint.sdc
current_design spi_memory_interface

set clk_period 5.2
set clk_io_pct 0.2

create_clock -name clk0 -period $clk_period [get_ports {clk}]

set non_clock_inputs [all_inputs -no_clocks]
set_input_delay [expr $clk_period * $clk_io_pct] -clock clk0 $non_clock_inputs
set_output_delay [expr $clk_period * $clk_io_pct] -clock clk0 [all_outputs]
File: design/flow/design.v
module spi_memory_interface (
    input  wire        clk,            
    input  wire        spi_rst_n,        
    input  wire        st,             
    input  wire        ld,             
    input  wire [15:0] addr,           
    input  wire [15:0] data_in,        
    output reg  [15:0] data_out,       
    output reg         spi_cs,         
    output reg         spi_clk,        
    output reg         busy,           
    output reg         spi_mosi,       
    input  wire        spi_miso       
  );
  localparam  IDLE = 4'b0000;
  localparam  START = 4'b0001;
  localparam  SEND_CMD = 4'b0010;
  localparam  SEND_ADDR = 4'b0011;
  localparam  WRITE_DATA = 4'b0100;
  localparam  READ_DATA = 4'b0101;
  localparam  STOP = 4'b0110;
  localparam  TOGGLECLKON = 4'b0111;
  localparam  decideFate = 4'b1000;
  localparam  STcom = 1;
  localparam  LDcom = 0;
  reg[4:0] state;
  reg[4:0] last_state;
  reg command;
  reg [7:0] shift_reg;  
  reg [5:0] bit_cnt;    
  reg [2:0] byte_cnt;   
  reg [15:0] recv_data; 
  reg [0:0] prev_command;
  reg [15:0] prev_addr;
  wire [23:0] spi_addr;
  assign spi_addr = {7'b0000000, addr, 1'b0};
  always @(posedge clk , negedge spi_rst_n)
  begin
    if (!spi_rst_n)
    begin
      state   <= IDLE;
      spi_cs  <= 1'b1;
      spi_clk <= 1'b0;
      spi_mosi <= 1'b0;
      busy    <= 1'b0;
      bit_cnt <= 3'b000;
      byte_cnt <= 3'b000;
      command <= STcom;
      state <= IDLE;
      last_state <= IDLE;
    end
    else
    begin
      case (state)
        IDLE:
        begin
          busy <= 1'b0;
          if (st || ld)
          begin
            state <= START;
            busy <= 1'b1;
            prev_command <= command;
            prev_addr <= addr;
            if (st)
            begin
              shift_reg <= 8'h02;  
              command <= STcom;
            end
            else if (ld)
            begin
              shift_reg <= 8'h03;  
              command <= LDcom;
            end
          end
        end
        START:
        begin
          spi_cs <=1'b0;
          bit_cnt <= 3'b000;
          byte_cnt <= 3'b000;
          state <= SEND_CMD;
        end
        SEND_CMD:
        begin
          spi_clk <= 0;
          if (bit_cnt < 8)
          begin
            spi_mosi <= shift_reg[7];    
            shift_reg <= shift_reg << 1;
            last_state <= state;
            state <= TOGGLECLKON;
            bit_cnt <= bit_cnt + 1;
          end
          else
          begin
            state <= SEND_ADDR;
            shift_reg <= spi_addr[23:16] ;          
            bit_cnt <= 0;
            byte_cnt <= 0;
          end
        end
        SEND_ADDR:
        begin
          spi_clk <= 0;
          if (bit_cnt < 8)
          begin
            spi_mosi <= shift_reg[7];
            shift_reg <= shift_reg << 1;
            last_state <= state;
            state <= TOGGLECLKON;
            bit_cnt <= bit_cnt + 1;
          end
          else if (byte_cnt == 0)
          begin
            shift_reg <= spi_addr[15:8];     
            byte_cnt <= 1;
            bit_cnt <= 0;
          end
          else if (byte_cnt == 1)
          begin
            shift_reg <= spi_addr[7:0];      
            byte_cnt <= 2;
            bit_cnt <= 0;
          end
          else
          begin
            state <= command ? WRITE_DATA : READ_DATA;
            shift_reg <= command ? data_in[15:8] : 8'h00;
            recv_data <= 16'h0000;
            bit_cnt <= 0;
            byte_cnt <= 0;
            spi_mosi <= 1'b0;
          end
        end
        WRITE_DATA:
        begin
          spi_clk <= 0;
          if (bit_cnt < 8)
          begin
            spi_mosi <= shift_reg[7];
            shift_reg <= shift_reg << 1;
            last_state <= state;
            state <= TOGGLECLKON;
            bit_cnt <= bit_cnt + 1;
          end
          else if (byte_cnt == 0)
          begin
            shift_reg <= data_in[7:0];  
            byte_cnt <= 1;
            bit_cnt <= 0;
          end
          else
          begin
            state <= decideFate;  
          end
        end
        READ_DATA:
        begin
          spi_clk <= 0;
          if (bit_cnt < 17)
          begin
            last_state<=state;
            if (bit_cnt<16)
              state <= TOGGLECLKON;
            bit_cnt <= bit_cnt + 1;
            recv_data[15:0] <= {recv_data[14:0], spi_miso};  
          end
          else
          begin
            recv_data[15:0] <= {recv_data[14:0], spi_miso};
            data_out <= recv_data;
            state <= decideFate;  
            bit_cnt <= 0;
          end
        end
        STOP:
        begin
          spi_clk <= 0;
          spi_cs <= 1'b1;
          busy <= 1'b0;
          state <= IDLE;
        end
        TOGGLECLKON:
        begin
          spi_clk <= 1;
          state <= last_state;
        end
        decideFate:
        begin
          if (command == prev_command &&
              addr == prev_addr + 1 )
          begin
            shift_reg <= command ? data_in[15:8] : 8'h00;
            bit_cnt <= 0;
            byte_cnt <= 0;
            recv_data <= 0;
            spi_mosi <= 0;
            state <= command ? WRITE_DATA : READ_DATA;
            prev_addr <= addr;
          end
          else
          begin
            state <= STOP;
          end
        end
        default :
          state <= STOP;
      endcase
    end
  end
endmodule
File: design/flow/run.sh
#!/bin/bash
# OpenROAD 26Q1-2900-gdf79404cd8, Yosys 0.63+post, stock flow scripts
make -C /OpenROAD-flow-scripts/flow DESIGN_CONFIG=/design/flow/config.mk WORK_HOME=/design/flow/orfs finish
==> reports/results.ini <==
[clocking]
htreeDepth=3
root_buffer=clkbuf_8
cts_buffer_depth=2
post_cts.repair.setup_buffers=0
cts.sinks=81
clkTransAtPathRegs_ns=0.09
clock_latency_ns=0.35
ctsHoldBuffers=0
cts_tree=yes
numCtsBuffers=9
cts_resized=0

[pwr]
leakagePower_nw=1.92
peakVddDrop_v=0.000217
clockPowerShare_pct=21.5
seqPwrFrac_pct=45.3
switchingPower_uw=857
p_per_area_nw_per_um2=421
comb_power_share_pct=33.2
total_power_mw=2.26
p_int_mw=1.40
switching_share_pct=38.0

[global_routing]
grt_max_degree=22
grt_usage_pct=21.1
grt_pass1_wl_mm=18.2
grt_pass1_vias=3438
antenna_found_initial=0
gr-total-overflow=0

[die]
die-width_um=108
fp_util_pct=41.2
chipArea_um2=11600
rows=38
top_level_ports=57
die_y_um=108
core_um2=10900

[setup_path]
crit_path_max_fanout=16
r2r-start=prev_addr[0]
path_cells=clkdlybuf4s50_1 > xor2_1 > nor4b_1 > mux2i_1 > a211oi_1 > nand2_2 > o21ai_1 > o2111a_1
arrival_ns=3.85
cp-start-kind=primary input
crit_start=addr[12]
crit_path_end_kind=flip-flop
critPathRequiredTime_ns=5.18
critical_path_class=primary input to flip-flop
slowest_delay_ns=0.75
critPathSlowestCell=o2111a_1

[route]
wirelength_mm=10.9
dr.pass1.iters=4
drt-vias-per-instance=5.66
drtAntennaViolNets=0
wl_per_cell_um=17.0
drt-initial-drc-count=234
antenna_cells=0
post-route-drc-count=0
vias=3638

[synthesis]
top_cell_area_share_pct=38.2
synth_async_sr_flop_share_pct=29.6
enable_flop_cells=57
synthTopCellsByCount=57 x edfxtp_1, 53 x nand2_1, 43 x nor2_1
yosysWarningCount=1
ys_ff=81
aoi_share_pct=19.9
yosysTopAreaCell=edfxtp_1
seq_area_frac_synth_pct=51.6
netlist_area_um2=4490
topCellsByArea=edfxtp_1 38%, dfrtp_1 12%, nand2_1 4.4%
ys_types=70
synth_cells=449
ys_sh_xor_pct=3.51
ys_area_um2=4490
adder_share_pct=0.837
synth-main-ff-cell=edfxtp_1
top_cell=edfxtp_1
mux_share_pct=0.921
top_logic_kind=simple AND/OR/NAND/NOR gates
syn_avg_cell_area_um2=9.99
ys_cells=449
simple_gate_share_pct=20.4

[placement]
hpwl_mm=7.91
gp_congestion=0.941
portBuffers=56

[sta]
hold_viol=0
worstMarginPinSlew_ns=0.862
holdWs_ns=0.427
finalSetupViolCount=0
period_used_pct=74.4
relSlewSlack_pct=42.1
max_freq_ghz=0.259
skew_ns=0.0130
slew_violations=0
rsz0062_at_grt=no
period_needed_ns=3.87
fin_setup_tns_ns=0

[cells_and_area]
drive_above_1_share_pct=7.16
syn_to_final_growth_pct=19.7
fill_cells=988
final_util_pct=49.3
reg_top3=data_out (16), prev_addr (16), recv_data (16)

[job]
cap_violations=0
warnings=26

[min_path]
hold_class=flip-flop to flip-flop
min_from=recv_data[15]

[run_status]
outcome=finished clean

kinds of logic after synthesis:
family          after synthesis
simple gates                178
compound gates              134
flops                        81
buf+inv                      31
xor+xnor                     18
mux                           4
fa+ha+maj                     3
metrics by stage:
step | cell area, um2 | instances | setup WS, ns
after floorplan | 4490 | 449 | 1.56
final | 5370 | 643 | 1.33
after global placement | 5160 | 627 | 1.05
after CTS | 5370 | 643 | 1.31
after detailed placement | 5160 | 627 | 0.942
after global routing | 5370 | 643 | 1.10
power by group through the flow:
stage,logic [mW],clock network [mW],registers [mW]
final,0.751,0.485,1.02
after global routing,0.849,0.525,1.05
after CTS,0.751,0.503,1.02
area by class of cell:
| class | instances | area, um2 | area share [%] |
|---|---|---|---|
| Timing Repair Buffer | 59 | 583 | 10.9 |
| Inverter | 10 | 37.5 | 0.699 |
| Tap cell | 140 | 175 | 3.26 |
| Clock buffer | 9 | 124 | 2.31 |
| Multi-Input combinational cell | 337 | 2050 | 38.1 |
| Sequential cell | 81 | 2320 | 43.1 |
| Clock inverter | 7 | 85.1 | 1.59 |
path summary, 6_finish.rpt:
path / slack [ns] / depth (start not counted) / endpoint
min reg2reg: 0.43 / 0 / data_out[15]
max in group asynchronous: 3.42 / 2 / spi_cs
min: 0.43 / 0 / data_out[15]
min in group asynchronous: 1.06 / 1 / bit_cnt[0]
max: 1.33 / 8 / prev_addr[13]
max reg2reg: 1.65 / 8 / prev_addr[13]
critical path: cells and delay by family:
kind                   cells  cell delay, ns
buffers and inverters      1            0.54
AND-OR/OR-AND              3            1.43
AND/OR/NAND/NOR            2            0.44
multiplexers               1            0.13
XOR/XNOR                   1            0.24
per-layer routing:
metal | GRT usage (%) | vias up | wire (um)
met2 | 29.0 | 98 | 4730
met1 | 36.5 | 1738 | 5390
met5 | 0 | - | 0
li1 | - | 1789 | -
met4 | 2.94 | 0 | 161
met3 | 5.06 | 13 | 650
placed cells by master (no fill, tap or decap), drive strengths merged, types with 9 or more instances in the layout:
| cell | count |
|---|---|
| edfxtp | 57 |
| clkdlybuf4s50 | 56 |
| nand2 | 54 |
| nor2 | 43 |
| o21ai | 37 |
| a21oi | 35 |
| dfrtp | 21 |
| and2 | 20 |
| inv | 14 |
| nand3 | 12 |
| nor3 | 10 |
| xnor2 | 10 |
| clkbuf | 9 |
Power is estimated from default activity; no workload was simulated.

===== design/flow/config.mk =====
export PLATFORM = sky130hd
export DESIGN_NAME = RegisterBlock
export DESIGN_NICKNAME = RegisterBlock
export VERILOG_FILES = /design/flow/design.v
export SDC_FILE = /design/flow/constraint.sdc
export NUM_CORES = 4
export LEC_CHECK = 1
export CORE_UTILIZATION = 30

===== design/flow/constraint.sdc =====
current_design RegisterBlock

set clk_period 4.4
set clk_io_pct 0.2

create_clock -name clk0 -period $clk_period [get_ports {clk}]

set non_clock_inputs [all_inputs -no_clocks]
set_input_delay [expr $clk_period * $clk_io_pct] -clock clk0 $non_clock_inputs
set_output_delay [expr $clk_period * $clk_io_pct] -clock clk0 [all_outputs]

===== design/flow/design.v =====
module RegisterBlock (
    input  [15:0] DataIn,
    input         WE,
    input         clk,
    input  [3:0]  src,
    input  [3:0]  Dest,
    output [15:0] RDest,
    output [15:0] Rsrc
  );
  reg [15:0] regs [0:15];
  always @(negedge clk )
  begin
    if (WE)
    begin
      regs[Dest] <= DataIn;
    end
  end
  assign Rsrc  = regs[src];
  assign RDest = regs[Dest];
endmodule

===== design/flow/run.sh =====
#!/bin/bash
# OpenROAD 26Q1-2900-gdf79404cd8, Yosys 0.63+post, stock flow scripts
make -C /OpenROAD-flow-scripts/flow DESIGN_CONFIG=/design/flow/config.mk WORK_HOME=/design/flow/orfs finish

==> flow_metrics.tcl <==
# place-and-route summary
set metrics [dict create \
    slew_headroom_pct 47.44 \
    worstSetupStartpointType "register" \
    synth_area_leader_cell "edfxtp_1" \
    synthCells 556 \
    yosys_area_um2 11620 \
    track_usage_pct 17.18 \
    leakagePower_nw 6.043 \
    die_w_um 198.8 \
    cts_inserted_buffers 29 \
    rows 71 \
    reg_top3 "regs (256)" \
    ant_nets 0 \
    synth_seq_share_pct 66.16 \
    drt_wl_total_um 30230 \
    drt_iter0_drc 343 \
    crit_type "reg -> out" \
    yosysCellCount 556 \
    grt_pass1_vias 8628 \
    syn_area_per_cell_um2 20.90 \
    cp_cell_sequence "buf_4 > mux4_2 > a22oi_2 > nand2_2 > buf_2" \
    grt_pass1_wl_um 46080 \
    path_clk_slew_ns 0.04 \
    slowest_delay_ns 0.48 \
    whs_ns 2.557 \
    io_pins 58 \
    ir_drop_mv 0.1857 \
    die_area_um2 39520 \
    outcome "finished, violations left" \
    total_power_w 0.006633 \
    tool_warnings 284 \
    htreeDepth 1 \
    maxSlewViolCount 0 \
    critPathSlowestCell "mux4_2" \
    synth.distinct_cells 19 \
    fp_util_pct 30.63 \
    setup_viol 32 \
    drive_gt1_share_pct 39.40 \
    cts_num_sinks 256 \
    drc 0 \
    numPortBuffers 57 \
    fin_util_pct 41.09 \
    violations "setup timing" \
    avgRoutedWirePerCell_um 20.52 \
    stdcell_area_um2 15590 \
    regMostFlops "regs" \
    largest_reg_flops 256 \
    drv_cap 0 \
    top_area_share_pct 66.16 \
    netlist_top_cells_count "256 x edfxtp_1, 117 x mux4_2, 64 x a22oi_1" \
    cp_max_fo 2 \
    syn_to_final_growth_pct 34.14 \
    gr-total-overflow 0 \
    grt_max_degree 47 \
    top_cells_by_area "edfxtp_1 66%, mux4_2 23%, a22oi_1 4.1%" \
    hold_class "in -> out" \
    synth_area_um2 11620 \
    synth.most_common_cell "edfxtp_1" \
    cp_data_arrival_time_ns 4.22 \
    tightest_slew_ns 0.7884 \
    critPathCaptureType "primary output" \
    fin_ws_ns -0.6984 \
    p_per_area_nw_per_um2 425.6 \
    place_area_um2 13460 \
    finalHoldViolations 0 \
    finalSetupTns_ns -17.59 \
    async_reset_ff_share_pct 0 \
    required_ns 3.52 \
    diodes 0 \
    clockBufferDepth 3 \
    cts-root-buf "clkbuf_16" \
    gp_congestion 0.8381 \
    dr_total_vias 7170 \
    core_area_um2 37930 \
    synth-edff-count 256 \
    rsz0062_at_grt "yes" \
    yosysWarnings 1 \
    ff_type "edfxtp_1" \
    die_h_um 198.8 \
    antenna_found_initial 0 \
    hpwl_um 19100 \
    dr.pass1.iters 5 \
    cts_tree "built" \
    vias_per_cell 4.868 \
    ys_ff 256 \
]
[worst max-delay path: cells and delay by family (launching register included)]
| kind | cells | cell delay [ns] |
|---|---|---|
| buffers and inverters | 2 | 0.27 |
| AND-OR/OR-AND | 1 | 0.18 |
| AND/OR/NAND/NOR | 1 | 0.08 |
| flip-flops | 1 | 0.40 |
| multiplexers | 1 | 0.48 |
[per-layer routing]
| layer | track usage [%] | wire (um) |
|---|---|---|
| met1 | 17.35 | 10170 |
| met2 | 25.81 | 14800 |
| met3 | 14.76 | 4821 |
| met4 | 5.299 | 443 |
| met5 | 1.916 | 0 |
[logic make-up (layout without fill, tap and decap cells)]
logic type             Yosys count  count (layout)  synth area share, %
AOI/OAI and AO/OA               64              64                4.135
buffers and inverters           45             451                2.175
DFF                            256             256                66.16
muxes                          128             128                25.16
and+or+nand+nor                 63              63                2.369
[layout by cell type, fill, tap and decap left out, types with 4 or more instances in the layout]
master / count
a22oi_1: 13
a22oi_2: 51
buf_12: 16
buf_2: 33
buf_4: 72
bufinv_16: 6
clkbuf_16: 29
clkdlybuf4s50_1: 21
clkinvlp_2: 9
edfxtp_1: 256
inv_1: 262
mux4_2: 128
nand2_1: 24
nand2_2: 9
nor2_4: 12
nor2b_2: 4
nor3_4: 4
[where the power goes]
| group | total, W | switching (W) | internal (W) |
|---|---|---|---|
| registers | 0.00278 | 0.0000193 | 0.00276 |
| logic | 0.000518 | 0.000266 | 0.000252 |
| clock network | 0.00334 | 0.00148 | 0.00185 |
[layout make-up]
type / instances / area (um^2)
multi-input cells: 255 / 4069
repair buffers: 142 / 1236
clock inverters: 280 / 1230
fillers: 3259 / 22350
well taps: 511 / 639.4
flip-flops and latches: 256 / 7687
clock buffers: 29 / 725.7
[final timing paths]
kind / startpoint / to / slack (ns) / depth (start not counted)
min: src[1] / Rsrc[14] / 2.56 / 6
max: regs[2][6] / Rsrc[6] / -0.70 / 5
[repair_timing]
action,in CTS,in global routing
endpoints found under the hold margin,0,0
hold buffers,0,0
setup buffers,13,0
pin swaps,77,15
setup endpoints to repair,32,32
gates resized,161,5
[metrics by stage]
step           worst slack, ns  instances
6_report               -0.6984       1473
5_1_grt                -0.7978       1473
4_1_cts                -0.7111       1473
3_5_place_dp           -0.5147       1152
3_3_place_gp           -0.5140       1152
2_1_floorplan          -0.1550        556
Power and IR drop assume default switching activity.
